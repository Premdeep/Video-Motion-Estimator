File: design/flow/run.sh
#!/bin/bash
# OpenROAD 26Q1-2900-gdf79404cd8, Yosys 0.63+post, stock flow scripts
make -C /OpenROAD-flow-scripts/flow DESIGN_CONFIG=/design/flow/config.mk WORK_HOME=/design/flow/orfs finish
File: design/flow/config.mk
export PLATFORM = sky130hd
export DESIGN_NAME = pe
export DESIGN_NICKNAME = pe
export VERILOG_FILES = /design/flow/design.v
export SDC_FILE = /design/flow/constraint.sdc
export NUM_CORES = 4
export LEC_CHECK = 1
export CORE_UTILIZATION = 30
File: design/flow/constraint.sdc
current_design pe

set clk_period 11.8
set clk_io_pct 0.2

create_clock -name clk0 -period $clk_period [get_ports {i_clk}]

set non_clock_inputs [all_inputs -no_clocks]
set_input_delay [expr $clk_period * $clk_io_pct] -clock clk0 $non_clock_inputs
set_output_delay [expr $clk_period * $clk_io_pct] -clock clk0 [all_outputs]
File: design/flow/design.v
module pe(i_clk, i_refMem, i_searchMem1, i_searchMem2, i_s1s2Mux, i_newDist, o_accumulate, o_rPipe);
input			i_clk;
input	[7:0]	i_refMem, i_searchMem1, i_searchMem2;
input			i_s1s2Mux, i_newDist;
output	[7:0]	o_accumulate, o_rPipe;
reg		[7:0]	o_accumulate, diff, o_rPipe;
reg     [7:0]   temp;
reg             diff_carry;
reg				carry;
always @(posedge i_clk) o_rPipe <= i_refMem;
always @(*) begin
	{diff_carry, diff} = i_refMem - (i_s1s2Mux ? i_searchMem1 : i_searchMem2);
	if (diff_carry) diff = 0 - diff;	 
end
always @(posedge i_clk) begin
    if (i_newDist) begin 
        o_accumulate <= diff;	
        temp <= 8'h0;
    end else if(o_accumulate < 8'hff) begin
        {carry, temp} <= diff + o_accumulate;
	    if (carry) o_accumulate <= 8'hff;
        else o_accumulate <= temp;
    end
end
endmodule
==> flow_metrics.py <==
# Synthesis and PnR figures
metrics = {
    "finish": {
        "drive_gt1_share_pct": 6.28,
        "fillers": 606,
        "final_cells": 314,
        "final_cell_mix": "clkdlybuf4s50_1, nor2_1, ha_1, dfxtp_1, inv_1",
        "comb_area_um2": 1170,
        "lay_top_count": "clkdlybuf4s50_1",
        "syn2layout_area_growth_pct": 30.5,
        "seq_area_um2": 591,
    },
    "critical_path": {
        "worst_ep_required_time_ns": 12.02,
        "path_buffers": 3,
        "cp.arrival_ns": 6.52,
        "cp-start-kind": "input pin",
        "crit_cells": 16,
        "path_max_fanout": 8,
        "worstRegToRegCells": 9,
        "crit_family": "AND-OR/OR-AND gates",
        "crit_chain": "clkdlybuf4s50_1 > mux2_2 > ha_1 > inv_1 > fa_1 > a211o_1 > o211ai_1 > o2bb2ai_1 > mux2i_1 > inv_1 > ha_1 > a21o_1 > a21oi_1 > o211ai_1 > a2111oi_0 > a311o_1",
        "critical_path.max_stage_delay_ns": 0.77,
        "crit_path_end_kind": "flop",
        "critPathKind": "input pin to flop",
        "cp_slowest_cell": "clkdlybuf4s50_1",
    },
    "place": {
        "dp_cells": 310,
        "dp_slack_ns": 5.20,
        "dp_hpwl_mm": 3.16,
        "gp_congestion": 0.813,
        "port-buffer-count": 42,
    },
    "routing": {
        "firstDrtPassIters": 4,
        "drt_wl_total_mm": 4.02,
        "wl_per_cell_um": 12.8,
        "remaining_drc_errors": 0,
        "vias": 1565,
        "m1WireLength_mm": 2.04,
        "ant_nets": 0,
        "wl_met2_mm": 1.83,
        "dr_wl_met3_um": 124,
        "n_antenna_cell": 0,
        "top_layer": "met4",
        "viasPerCell": 4.98,
        "drt_iter0_drc": 56,
    },
    "sta": {
        "slew_headroom_pct": 58.2,
        "max_freq_mhz": 159,
        "slew_violations": 0,
        "min_period_ns": 6.31,
        "rsz0062_at_grt": "false",
        "min_period_over_period_pct": 53.4,
        "finClkSkew_ns": 0.00207,
        "setup_tns_ns": 0,
        "worstMarginPinSlew_ns": 0.625,
        "hold_viol_final": 0,
        "worst_slack_ns": 5.49,
        "setup_viol": 0,
    },
    "outcome": {
        "run_status": "finished clean",
    },
    "power_and_ir_drop": {
        "pwr-share-clk_pct": 11.7,
        "p_leak_uw": 0.000950,
        "p_comb_share_pct": 56.3,
        "p_int_uw": 278,
        "p_switching_uw": 177,
        "finalPower_uw": 454,
        "p_per_area_nw_per_um2": 190,
        "peakVddDrop_mv": 0.0906,
        "power_frac_seq_pct": 32.0,
        "sw_frac_of_total_pct": 38.9,
    },
    "synthesis": {
        "synthArstFlopShare_pct": 0,
        "ff_type": "dfxtp_1",
        "synth_seq_share_pct": 32.2,
        "top_area_cell": "dfxtp_1",
        "synth.top_cell.area_share_pct": 17.5,
        "yosysChipArea_um2": 1830,
        "yosysUniqueCellTypes": 47,
        "edf_count": 9,
        "topCellsByArea": "dfxtp_1, edfxtp_1, ha_1",
        "synth.cell_area_um2": 1830,
        "postSynthAreaPerCell_um2": 9.39,
        "synth_flop_count": 25,
        "ys_cells": 195,
        "synthCells": 195,
        "yosys_warnings": 1,
    },
    "cts": {
        "clkSinkCount": 25,
        "cts-root-buf": "clkbuf_8",
        "clk_latency_ns": 0.27,
        "clk_pin_slew_worst_paths_ns": 0.09,
        "hold_buffers": 0,
        "cts_tree": "done",
        "h-tree-depth": 1,
        "postCtsResizedCells": 0,
        "clockBufferDepth": 2,
        "cts_made_buffers": 3,
        "cts_setup_buffers": 0,
    },
    "floorplan": {
        "dieArea_um2": 6420,
        "ios": 43,
        "initial_core_util_pct": 30.9,
        "die_y_um": 80.1,
        "die_x_um": 80.1,
        "core_um2": 5920,
        "rows": 28,
    },
    "global_routing": {
        "antenna_found_initial": 0,
        "grt_max_degree": 25,
        "grt_overflow": 0,
        "grt_pass1_vias": 1429,
        "grtUsageTotal_pct": 13.9,
        "grt_pass1_wl_mm": 6.82,
    },
    "worst_hold_path": {
        "hp-class": "flop to flop",
        "hold_path_depth": 2,
    },
    "flow_run": {
        "tool_warnings": 25,
        "cap_violations": 0,
    },
}
## registers in the layout (all words and copies together) (netlist names)
register      count
carry             1
temp              8
o_accumulate      8
o_rPipe           8
## cell usage after synthesis, drive strengths merged (2+ instances only)
library cell / instances
ha: 17
nor2: 17
dfxtp: 16
inv: 13
a21oi: 12
nand2: 11
mux2i: 10
edfxtp: 9
nor3: 8
nor2b: 6
or3: 6
xnor2: 6
a2111oi: 5
o21a: 5
o21ai: 5
xor2: 5
clkbuf: 4
o31ai: 4
a21o: 3
o211ai: 3
a211o: 2
a21boi: 2
a221o: 2
and2: 2
fa: 2
nand3: 2
nand4: 2
## power by group through the flow
stage	combinational [µW]	clock, µW	sequential (µW)
6_report	256	53.3	145
5_1_grt	293	59.4	148
4_1_cts	258	55.5	146
## tightest hold or removal path, stage by stage (launching register included)
cell	delay [ns]
dfxtp_1	0.33
a21oi_1	0.06
nor2_1	0.07
## cells by family (layout without fill, tap and decap cells)
group | Yosys count | count (layout) | synth area share [%]
buffers and inverters | 18 | 62 | 3.69
AND/OR/NAND/NOR | 62 | 62 | 17.9
adder cells (fa/ha/maj) | 19 | 19 | 13.8
flip-flops | 25 | 25 | 32.2
XOR/XNOR | 11 | 11 | 5.26
multiplexers | 11 | 11 | 6.08
AND-OR/OR-AND | 49 | 49 | 21.0
## final timing paths
check | slack (ns) | endpoint | start
max | 5.49 | temp[7] | i_s1s2Mux
min | 0.49 | temp[3] | temp[3]
max reg2reg | 9.47 | temp[6] | o_accumulate[0]
min reg2reg | 0.49 | temp[3] | temp[3]
## area by class of cell
class                           count  share of cell area (%)
Multi-Input combinational cell    152                    49.1
Sequential cell                    25                    24.7
Inverter                           14                    2.20
Timing Repair Buffer               44                    18.2
Tap cell                           75                    3.92
Clock buffer                        4                    1.88
## metal layers
layer	vias up	track usage, %
met4	0	0.893
met5	-	0
met2	31	22.4
li1	808	-
met1	724	21.3
met3	2	1.61
## per-stage QoR
stage,utilization (%),hold slack [ns],area [µm²]
finish,40.4,0.489,2390
detailed placement,39.6,0.473,2350
CTS,40.4,0.494,2390
floorplan,-,0.448,1830
global placement,39.6,0.460,2350
global route,40.4,0.516,2390
Power figures rest on the tool's default switching activity, not on a simulated workload.
