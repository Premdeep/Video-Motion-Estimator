--- ./config.mk ---
export PLATFORM = sky130hd
export DESIGN_NAME = comparator
export DESIGN_NICKNAME = comparator
export VERILOG_FILES = /design/flow/design.v
export SDC_FILE = /design/flow/constraint.sdc
export NUM_CORES = 4
export LEC_CHECK = 1
export CORE_AREA = 10 10 121 121
export DIE_AREA = 0 0 131 131
--- ./constraint.sdc ---
current_design comparator

set clk_period 12.0
set clk_io_pct 0.2

create_clock -name clk0 -period $clk_period [get_ports {i_clk}]

set non_clock_inputs [all_inputs -no_clocks]
set_input_delay [expr $clk_period * $clk_io_pct] -clock clk0 $non_clock_inputs
set_output_delay [expr $clk_period * $clk_io_pct] -clock clk0 [all_outputs]
--- ./design.v ---
module comparator(i_clk, i_CompStart, i_PEout, i_PEready, i_vectorX, i_vectorY, o_BestDist, o_motionX, o_motionY);
input               i_clk;
input               i_CompStart;
input   [8*16-1:0]  i_PEout;
input   [15:0]      i_PEready;
input   [7:0]       i_vectorX,i_vectorY;
output  [7:0]       o_BestDist;
output  [7:0]       o_motionX,o_motionY;
reg     [7:0]       o_BestDist, newPEout;
reg     [7:0]       o_motionX, o_motionY;
reg                 newBest;
always @(posedge i_clk)
    if (i_CompStart == 0) o_BestDist <= 8'hFF;
    else if (newBest == 1) begin
        o_BestDist <= newPEout;
        o_motionX <= i_vectorX;
        o_motionY <= i_vectorY;
    end 
always @(*) begin
    case(i_PEready) 
        16'h0001    :   newPEout = i_PEout[7:0];         
        16'h0002    :   newPEout = i_PEout[15:8];        
        16'h0004    :   newPEout = i_PEout[23:16];       
        16'h0008    :   newPEout = i_PEout[31:24];       
        16'h0010    :   newPEout = i_PEout[39:32];       
        16'h0020    :   newPEout = i_PEout[47:40];       
        16'h0040    :   newPEout = i_PEout[55:48];       
        16'h0080    :   newPEout = i_PEout[63:56];       
        16'h0100    :   newPEout = i_PEout[71:64];       
        16'h0200    :   newPEout = i_PEout[79:72];       
        16'h0400    :   newPEout = i_PEout[87:80];       
        16'h0800    :   newPEout = i_PEout[95:88];       
        16'h1000    :   newPEout = i_PEout[103:96];      
        16'h2000    :   newPEout = i_PEout[111:104];     
        16'h4000    :   newPEout = i_PEout[119:112];     
        16'h8000    :   newPEout = i_PEout[127:120];     
        default     :   newPEout = o_BestDist;
    endcase
    if ((|i_PEready == 0) || (i_CompStart == 0))
        newBest = 0;
    else if (newPEout <= o_BestDist)
        newBest = 1;
    else
        newBest = 0;
end
endmodule  
--- ./run.sh ---
#!/bin/bash
# OpenROAD 26Q1-2900-gdf79404cd8, Yosys 0.63+post, stock flow scripts
make -C /OpenROAD-flow-scripts/flow DESIGN_CONFIG=/design/flow/config.mk WORK_HOME=/design/flow/orfs finish
==> results.py <==
# Auto-generated metrics
metrics = {
    "die": {
        "die_area_mm2": 0.0172,
        "die_x_um": 131,
        "initCoreUtil_pct": 19.6,
        "placementRows": 40,
        "io_pins": 186,
        "coreArea_mm2": 0.0121,
        "fp.dieH_um": 131,
    },
    "power": {
        "vdd_ir_drop_max_mv": 0.0552,
        "leakage_nw": 1.66,
        "p_per_area_mw_per_mm2": 57.4,
        "power_mw": 0.258,
    },
    "global_routing": {
        "grt_pass1_wl_um": 17500,
        "grt_pass1_vias": 3022,
        "antenna_found_initial": 0,
        "grt_overflow": 0,
        "grt_usage_pct": 13.4,
        "grt_max_degree": 21,
    },
    "yosys": {
        "adder_share_pct": 4.22,
        "xor_share_pct": 1.48,
        "top_area_share_pct": 20.3,
        "async_flop_share_pct": 0,
        "synth_flop_count": 24,
        "synthMuxAreaShare_pct": 0.845,
        "edf_count": 16,
        "yosysMostFrequentCell": "a22oi_1",
        "yosysWarnings": 1,
        "syn_area_per_cell_um2": 10.0,
        "simple_gate_area_share_pct": 30.1,
        "netlist_instances": 236,
        "yosys_cells": 236,
        "ys_area_mm2": 0.00237,
        "synthTopCellsByArea": "edfxtp_1 (20%), a22oi_1 (13%), nor4_4 (8.1%)",
        "ys.flop_type": "edfxtp_1",
        "ys_sh_aoi_pct": 30.9,
        "syn_area_mm2": 0.00237,
        "yosysUniqueCellTypes": 44,
        "common_cells": "a22oi_1 (41), edfxtp_1 (16), or4b_2 (14), o21ai_0 (13)",
        "synthTopLogicFamily": "AND-OR/OR-AND gates",
        "yosysTopAreaCell": "edfxtp_1",
        "ys_seq_share_pct": 27.0,
    },
    "final_layout": {
        "mi_logic_area_mm2": 0.00160,
        "synthToLayoutAreaGrowth_pct": 89.9,
        "design_area_mm2": 0.00450,
        "regArea_um2": 641,
        "drive_gt1_share_pct": 10.9,
        "nFillCells": 1196,
        "final_util_pct": 37.3,
    },
    "route": {
        "insertedDiodeCount": 0,
        "via_count": 2906,
        "drtIter0Drc": 203,
        "wl_um": 12100,
        "ant_nets": 0,
        "drc_errors": 0,
        "dr.pass1.iters": 5,
        "routedWlPerCell_um": 20.5,
        "vias_per_cell": 4.93,
    },
    "placed_design": {
        "hpwl_um": 10300,
        "gp_congestion": 0.889,
        "io_buffers": 185,
        "post_dp_cell_area_mm2": 0.00439,
    },
    "clock_network": {
        "cts_made_buffers": 3,
        "clk_path_buf_depth": 2,
        "cts_tree": "done",
        "ctsHoldBuffers": 0,
        "cts-root-buf": "clkbuf_16",
        "cts-resized-gates": 0,
        "cts.sinks": 24,
        "cts_max_level": 1,
        "clk_pin_slew_ns": 0.06,
        "insertion_delay_ns": 0.25,
        "cts_setup_buffers": 0,
    },
    "setup_path": {
        "critPathSlowestCell": "nor4_4",
        "startpoint_type": "input port",
        "worst_setup_path_end_kind": "flop",
        "cp_data_required_time_ns": 11.94,
        "path_cells": "clkdlybuf4s50_1, or4_1, buf_4, nor4_4, or4_1, a21oi_1, nand2_1, o21ai_0, ha_1, a21oi_1, o21ai_0, mux2i_1, a21o_1, o41ai_4, nor2_1, buf_4",
        "cp.arrival_ns": 6.49,
        "cp_max_fo": 16,
        "slowest_delay_ns": 0.68,
        "worst_path_dominant_cell_family": "simple AND/OR/NAND/NOR gates",
        "worstSetupPathType": "in2reg",
        "path_buffers": 3,
    },
    "timing": {
        "fin_skew_ns": 0.00347,
        "finalHoldViolations": 0,
        "slew_viol_final": 0,
        "tightest_slew_ns": 0.918,
        "fmax_ghz": 0.153,
        "tns_ns": 0,
        "fin_crit_ns": 6.54,
        "hold-worst-slack_ns": 0.497,
        "rsz0062_at_grt": "false",
        "finalSetupViolCount": 0,
        "slew_headroom_pct": 38.2,
        "finalCritPeriodShare_pct": 54.5,
    },
    "status": {
        "status": "finished clean",
    },
    "job": {
        "tool_warnings": 25,
        "maxCapViolCount": 0,
    },
    "hold_path": {
        "worst_hold_path_type": "reg2reg",
    },
}
per-layer routing:
metal	part of all wire (%)	vias to the layer above	wire [µm]	global-route usage, %
met5	0	-	0	0
met4	0.34	0	41	0.589
met3	9.9	4	1190	3.23
met2	49	139	5920	23.0
met1	41	1362	4890	17.7
li1	-	1401	-	-
layout make-up:
class	instances	share of cell area, %
well taps	168	4.67
inverters	10	0.834
multi-input cells	191	35.6
flip-flops and latches	24	14.2
repair buffers	192	42.3
clock buffers	3	1.67
clock inverters	1	0.667
final timing paths:
| check | from | to | slack, ns | cells after the start |
|---|---|---|---|---|
| min reg2reg | o_BestDist[0]$_SDFFE_PN1P_ | o_BestDist[0]$_SDFFE_PN1P_ | 0.50 | 2 |
| min | o_BestDist[0]$_SDFFE_PN1P_ | o_BestDist[0]$_SDFFE_PN1P_ | 0.50 | 2 |
| max | i_PEready[13] | o_motionX[4]$_DFFE_PP_ | 5.46 | 16 |
| max reg2reg | o_BestDist[5]$_SDFFE_PN1P_ | o_motionX[4]$_DFFE_PP_ | 9.72 | 10 |
kinds of logic (layout without fill, tap and decap cells):
family                     Yosys count  count (layout)
muxes                                2               2
AOI/OAI and AO/OA                   92              92
and+or+nand+nor                     85              85
adders and majority gates            8               8
DFF                                 24              24
xor gates and xnor gates             4               4
buffers and inverters               21             206
metrics by stage:
| step | setup slack (ns) | instances |
|---|---|---|
| after floorplan | 5.78 | 236 |
| after global placement | 5.29 | 585 |
| after detailed placement | 5.20 | 585 |
| after CTS | 5.47 | 589 |
| after global routing | 5.12 | 589 |
| final | 5.46 | 589 |
cells in the final DEF (no fill, tap or decap), types with 4 or more instances in the layout:
master / Yosys / layout
a21oi_1: 4 / 4
a222oi_1: 9 / 9
a22o_1: 4 / 4
a22oi_1: 41 / 41
buf_4: 3 / 7
clkdlybuf4s50_1: 0 / 185
dfxtp_1: 8 / 8
edfxtp_1: 16 / 16
ha_1: 8 / 8
inv_1: 10 / 10
nand2_1: 9 / 9
nand3_1: 7 / 7
nand4_1: 8 / 8
nor2_1: 7 / 7
nor3_1: 10 / 10
nor4_1: 4 / 4
nor4_2: 6 / 6
nor4_4: 9 / 9
o21ai_0: 13 / 13
o221ai_1: 7 / 7
or4_1: 4 / 4
or4b_2: 14 / 14
power by group:
part / internal (mW) / leakage (nW) / total [mW] / switching [mW]
clock: 0.0662 / 0.0511 / 0.0920 / 0.0259
sequential: 0.0916 / 0.221 / 0.0924 / 0.000761
combinational: 0.0543 / 1.39 / 0.0739 / 0.0197
total: 0.212 / 1.66 / 0.258 / 0.0463
state kept, by name (all words and copies together), names as in the netlist:
register and flops:
o_motionY 8, o_motionX 8, o_BestDist 8
tightest hold or removal path, cell delays in order, from the launching register on:
cell and delay (ns):
dfxtp_1 0.33, inv_1 0.06, a31oi_1 0.06
Power and IR drop assume default switching activity.
