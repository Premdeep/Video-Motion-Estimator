==> design.v <==
module controller(i_clk, i_start, o_s1s2Mux, o_newdist, o_count, o_compstart, o_peready, o_vectorX, o_vectorY, o_addressR, o_addressS1, o_addressS2);
input               i_clk;
input               i_start;
output  [15:0]      o_s1s2Mux;
output  [15:0]      o_newdist;
output              o_compstart;
output  [15:0]      o_peready;
output  [7:0]       o_vectorX, o_vectorY;
output  [7:0]       o_addressR;
output  [9:0]       o_addressS1,o_addressS2;
output  [12:0]      o_count;
reg     [15:0]      o_s1s2Mux;
reg     [15:0]      o_newdist;
reg     [15:0]      o_peready;
reg     [7:0]       o_vectorX,o_vectorY;
reg     [7:0]       o_addressR;
reg     [9:0]       o_addressS1,o_addressS2;
reg     [12:0]      o_count;
reg     [11:0]      temp_count;
reg                 completed;
integer             i;
always @(posedge i_clk) begin
    if(i_start == 1 || completed == 1) o_count <= 13'b0;
    else o_count <= o_count + 1'b1;
end
assign o_compstart = ((o_count[12:0] >= 12'd256) ? 1 : 0);
always @(*) begin
    for (i=0; i<16; i = i+1) begin
        o_newdist[i] = (o_count[7:0] == i);
        o_peready[i] = (o_newdist[i] && (o_count > 8'd255));
        o_s1s2Mux[i] = (o_count[3:0] >= i);
    end
    o_addressR = o_count[7:0];
    o_addressS1 = (((o_count[11:8] + o_count[7:4]) << 5) - (o_count[11:8] + o_count[7:4])) + o_count[3:0];
    temp_count = o_count[11:0] - 5'd16;
    o_addressS2 = (((temp_count[11:8] + temp_count[7:4]) << 5) - (temp_count[11:8] + temp_count[7:4])) + temp_count[3:0] + 5'd16;
    o_vectorX = o_count[3:0] - 4'd8;
    o_vectorY = o_count[12:8] - 4'd9;
    completed = (o_count[12:0] == ((256 * 16) + 16));
end
endmodule
==> run.sh <==
#!/bin/bash
# OpenROAD 26Q1-2900-gdf79404cd8, Yosys 0.63+post, stock flow scripts
make -C /OpenROAD-flow-scripts/flow DESIGN_CONFIG=/design/flow/config.mk WORK_HOME=/design/flow/orfs finish
==> config.mk <==
export PLATFORM = sky130hd
export DESIGN_NAME = controller
export DESIGN_NICKNAME = controller
export VERILOG_FILES = /design/flow/design.v
export SDC_FILE = /design/flow/constraint.sdc
export NUM_CORES = 4
export LEC_CHECK = 1
export CORE_AREA = 10 10 111 111
export DIE_AREA = 0 0 121 121
==> constraint.sdc <==
current_design controller

set clk_period 6.3
set clk_io_pct 0.2

create_clock -name clk0 -period $clk_period [get_ports {i_clk}]

set non_clock_inputs [all_inputs -no_clocks]
set_input_delay [expr $clk_period * $clk_io_pct] -clock clk0 $non_clock_inputs
set_output_delay [expr $clk_period * $clk_io_pct] -clock clk0 [all_outputs]
==> results.txt <==
dpl cell area: 0.00315 sq mm
Yosys warning count: 1
critical path's most frequent cell: ha_1
family with the most delay on the worst path: adder cells
Commonest flop: dfxtp_1
Post-synth top cells: 69 x nor2_1, 30 x nand2_1, 25 x ha_1
row count: 36
dpl ws: 0.986 ns
die span in x: 121 microns
GRT Residual Overflow: 0
Net Sw Frac: 28.0%
top layer in use: met4
post-CTS resize count: 0
synthesis area per yosys: 0.00210 sq mm
most frequent cell after synthesis: nor2_1
Largest register FFs: 13
power density over cell area: 78.9 mW/mm^2
first-pass GRT wire length: 11.9 mm
GR Util All Layers: 9.92%
Pre-antenna DRT Iters: 4
Synth Register Bits: 13
met3 routed wirelength: 661 microns
core area: 0.00986 sq mm
Tmin final: 5.57 ns
n_diodes: 0
R2R cell count: 6
Max Freq: 179 MHz
mapped cell area: 0.00210 sq mm
post-route ant nets: 0
Clk pin slew, worst setup/hold paths: 0.05 ns
clk_skew: 0.000818 ns
Critical Path AT: 4.31 ns
post-route cell area: 0.00320 sq mm
Cells after Synth: 300
Final period util: 88.5%
final setup vio count: 0
# fillers: 1003
layout cell share with drive strength beyond 1: 2.87%
FP Core Util: 21.3%
Async SR Flop Fraction: 0%
initial antenna violation count: 0
vias in the first global route: 2180
chip height: 121 microns
hold crit path type: register to register
tool warning count: 33
Unique cell types: 43
GP Congestion: 0.875
Largest regs: o_count: 13 flops
Fin Hold WS: 0.566 ns
TritonCTS Buffers: 3
Max stage delay cell, worst path: fa_1
Vias/cell: 4.19
Setup WS post-layout: 0.727 ns
critical path fanouts, max: 10
Latency at later pin: 0.24 ns
ys cells: 300
DRT iter0 DRCs: 127
Crit. path cell count: 14
Pint: 0.182 mW
Pleak: 1.31 nW
cts hold-fix bufs: 0
DP HPWL: 6.11 mm
critical path type: register to output pin
outcome: finished clean
Met1 Wirelength: 3.37 mm
share of the synthesized area in the top cell type: 14.9%
Top Ports: 108
Mapped Avg Cell Area: 7.00 sq um
hold-critical path depth: 1
largest register by flop count: o_count
register area share after synthesis: 12.4%
final hold vios: 0
relative slew slack: 48.2%
clk buf depth: 2
Comb power frac: 35.1%
CTS tree: done
drt wl/cell: 14.8 microns
Worst setup SP type: register
Slew Limit Fails: 0
sequential share of power: 36.1%
Slew @ Worst Pin: 0.776 ns
Max Cap Violations: 0
CP max stage delay: 0.62 ns
wire length on met2: 3.51 mm
PortBufs: 106
P_sw: 0.0706 mW
RSZ-0062 raised after global routing: no
Synth area leaders: ha_1 15%, dfxtp_1 12%, nor2_1 12%
CP Buf/Inv Count: 3
peak supply drop: 0.0000507 V
Yosys top cell by area: ha_1
Detailed Route WL: 7.62 mm
Post-synth EDFFs: 0
clock share of power: 28.8%
CTS Root Cell: clkbuf_8
residual DRC count: 0
Worst setup EP type: output pin
critical path cell sequence: inv_1 > ha_1 > nand2_1 > xnor2_1 > ha_1 > fa_1 > inv_1 > ha_1 > nor2b_1 > o21ai_0 > nand4_1 > a2111oi_2 > xnor2_1 > clkdlybuf4s50_1
area of the die: 0.0146 sq mm
CP required: 5.04 ns
DR vias: 2163
Area growth syn-to-layout: 52.2%
Post-CTS Setup Inserts: 0
htree depth: 1
Total Neg Setup Slack: 0 ns
largest net degree at the start of global routing: 18
TritonCTS Sinks: 13
==> through the flow <==
stage | power, mW | instances | util (%)
2_1_floorplan | 0.129 | 300 | -
3_3_place_gp | 0.183 | 512 | 32.0
3_5_place_dp | 0.183 | 512 | 32.0
4_1_cts | 0.256 | 516 | 32.4
5_1_grt | 0.270 | 516 | 32.4
6_report | 0.252 | 516 | 32.4
==> final timing paths <==
check	slack, ns	to	startpoint
max	0.73	o_addressS2[7]	o_count[4]
max reg2reg	4.17	o_count[12]	o_count[1]
min	0.57	o_count[0]	o_count[0]
min reg2reg	0.57	o_count[0]	o_count[0]
==> area by class of cell <==
type                    count  area, sq um  share of cell area [%]
multi-input cells         237         1580                    49.3
repair buffers            107         1070                    33.4
flip-flops and latches     13          260                    8.14
well taps                 133          166                    5.20
inverters                  22         82.6                    2.58
clock buffers               4         45.0                    1.41
==> layout by cell type (no fill, tap or decap), types with 2 or more instances in the layout <==
master / count
clkdlybuf4s50_1: 106
nor2_1: 69
nand2_1: 30
ha_1: 25
inv_1: 22
xnor2_1: 20
xor2_1: 18
dfxtp_1: 13
a21oi_1: 11
nand3_1: 7
a21o_1: 6
nand4_1: 4
nor2b_1: 4
o21ai_0: 4
nand2b_1: 4
nor3_1: 4
fa_1: 4
clkbuf_8: 3
o21a_1: 2
o21ai_1: 2
o31a_1: 2
or3_1: 2
nor4_1: 2
==> cells by family after synthesis <==
logic type | Yosys count | share of synthesized area, %
buffers and inverters | 50 | 12.6
AND-OR/OR-AND | 37 | 12.6
AND/OR/NAND/NOR | 130 | 26.4
adder cells (fa/ha/maj) | 30 | 19.2
XOR/XNOR | 39 | 16.6
flip-flops | 13 | 12.4
other | 1 | 0.179
==> power groups by stage <==
stage | registers [mW] | clock network [mW] | logic, mW
CTS | 0.0912 | 0.0745 | 0.0907
global route | 0.0918 | 0.0785 | 0.0999
finish | 0.0910 | 0.0726 | 0.0886
==> routing by layer <==
metal  vias up  global-route usage, %
met5         -                      0
met4         0                   1.21
met3         4                   2.93
met2        65                   16.5
met1       970                   12.8
li1       1124                      -
Power figures rest on the tool's default switching activity, not on a simulated workload.
